**./config.mk**
```make
export PLATFORM = sky130hd
export DESIGN_NAME = accelerator
export DESIGN_NICKNAME = accelerator
export VERILOG_FILES = /design/flow/design.v
export SDC_FILE = /design/flow/constraint.sdc
export NUM_CORES = 4
export LEC_CHECK = 1
export CORE_UTILIZATION = 40
export SYNTH_HDL_FRONTEND = slang
```
**./constraint.sdc**
```tcl
current_design accelerator

set clk_period 11.1
set clk_io_pct 0.2

create_clock -name clk0 -period $clk_period [get_ports {csi_clock_clk}]

set non_clock_inputs [all_inputs -no_clocks]
set_input_delay [expr $clk_period * $clk_io_pct] -clock clk0 $non_clock_inputs
set_output_delay [expr $clk_period * $clk_io_pct] -clock clk0 [all_outputs]
```
**./design.v**
```verilog
module accelerator #
(
  parameter integer avs_avalonslave_data_width = 32,
  parameter integer avs_avalonslave_address_width = 4,
  parameter integer avm_avalonmaster_data_width = 32,
  parameter integer avm_avalonmaster_address_width = 32
)
(
  output wire DONE,
  input wire csi_clock_clk,
  input wire csi_clock_reset_n,
  input wire [avs_avalonslave_address_width - 1:0] avs_avalonslave_address,
  input wire avs_avalonslave_read,
  input wire avs_avalonslave_write,
  output wire [avs_avalonslave_data_width - 1:0] avs_avalonslave_readdata,
  input wire [avs_avalonslave_data_width - 1:0] avs_avalonslave_writedata,
  output wire [avm_avalonmaster_address_width - 1:0] avm_avalonmaster_address,
  input wire avm_avalonmaster_waitrequest,
  output wire avm_avalonmaster_read,
  output wire avm_avalonmaster_write,
  input wire [avm_avalonmaster_data_width - 1:0] avm_avalonmaster_readdata,
  output wire [avm_avalonmaster_data_width - 1:0] avm_avalonmaster_writedata
);
wire start;
wire waitRequest;
wire [avs_avalonslave_data_width-1:0] SLV_REG0;
wire [avs_avalonslave_data_width-1:0] rightAddress;
wire [avs_avalonslave_data_width-1:0] leftAddress;
wire [avs_avalonslave_data_width-1:0] outAddress;
wire [avm_avalonmaster_data_width-1:0] r_buf0;
wire [avm_avalonmaster_data_width-1:0] l_buf0;
wire [avm_avalonmaster_data_width-1:0] r_buf1;
wire [avm_avalonmaster_data_width-1:0] l_buf1;
reg done_reg = 0;
reg read;
reg write;
reg load_enable;
reg [1:0] load_buf;
reg [avm_avalonmaster_address_width-1:0] inAddress;
reg [avm_avalonmaster_data_width-1:0] writeData;
AVS_AVALONSLAVE #
(
  .AVS_AVALONSLAVE_DATA_WIDTH(avs_avalonslave_data_width),
  .AVS_AVALONSLAVE_ADDRESS_WIDTH(avs_avalonslave_address_width)
) AVS_AVALONSLAVE_INST  
(
  .START(start),
  .DONE(done_reg),
  .SLV_REG0(SLV_REG0),
  .rightAddress(rightAddress),
  .leftAddress(leftAddress),
  .outAddress(outAddress),
  .CSI_CLOCK_CLK(csi_clock_clk),
  .CSI_CLOCK_RESET_N(csi_clock_reset_n),
  .AVS_AVALONSLAVE_ADDRESS(avs_avalonslave_address),
  .AVS_AVALONSLAVE_READ(avs_avalonslave_read),
  .AVS_AVALONSLAVE_WRITE(avs_avalonslave_write),
  .AVS_AVALONSLAVE_READDATA(avs_avalonslave_readdata),
  .AVS_AVALONSLAVE_WRITEDATA(avs_avalonslave_writedata)
);
AVM_AVALONMASTER_MAGNITUDE #
(
  .AVM_AVALONMASTER_DATA_WIDTH(avm_avalonmaster_data_width),
  .AVM_AVALONMASTER_ADDRESS_WIDTH(avm_avalonmaster_address_width)
) AVM_AVALONMASTER_MAGNITUDE_INST  
(
  .load_enable(load_enable),
  .load_buf(load_buf),
  .r_buf0(r_buf0),
  .l_buf0(l_buf0),
  .r_buf1(r_buf1),
  .l_buf1(l_buf1),
  .READ(read),
  .WRITE(write),
  .waitRequest(waitRequest),
  .inAddress(inAddress),
  .writeData(writeData),
  .CSI_CLOCK_CLK(csi_clock_clk),
  .CSI_CLOCK_RESET_N(csi_clock_reset_n),
  .AVM_AVALONMASTER_ADDRESS(avm_avalonmaster_address),
  .AVM_AVALONMASTER_WAITREQUEST(avm_avalonmaster_waitrequest),
  .AVM_AVALONMASTER_READ(avm_avalonmaster_read),
  .AVM_AVALONMASTER_WRITE(avm_avalonmaster_write),
  .AVM_AVALONMASTER_READDATA(avm_avalonmaster_readdata),
  .AVM_AVALONMASTER_WRITEDATA(avm_avalonmaster_writedata)
);
reg [18:0] sizeIter;
reg [10:0] numIter;
reg [avs_avalonslave_data_width-1:0] r_buf_addr;
reg [avs_avalonslave_data_width-1:0] l_buf_addr;
reg [avs_avalonslave_data_width-1:0] out_addr;
reg [10:0] num;
reg [18:0] size;
reg [3:0] pState, nState;
reg [(avs_avalonslave_data_width*2)-1:0] sum;
wire [avm_avalonmaster_data_width-1:0] r_buf0_abs;
wire [avm_avalonmaster_data_width-1:0] l_buf0_abs;
wire [avm_avalonmaster_data_width-1:0] r_buf1_abs;
wire [avm_avalonmaster_data_width-1:0] l_buf1_abs;
wire [avs_avalonslave_data_width:0] add0, add1;
wire [avs_avalonslave_data_width+1:0] addToSum;
wire [(avs_avalonslave_data_width*2)-1:0] toSum;
assign DONE = done_reg;
assign r_buf0_abs = (r_buf0[avm_avalonmaster_data_width-1]) ? ((~r_buf0) + {{(avm_avalonmaster_data_width-1){1'b0}} , {1'b1}}) : r_buf0;
assign l_buf0_abs = (l_buf0[avm_avalonmaster_data_width-1]) ? ((~l_buf0) + {{(avm_avalonmaster_data_width-1){1'b0}} , {1'b1}}) : l_buf0;
assign r_buf1_abs = (r_buf1[avm_avalonmaster_data_width-1]) ? ((~r_buf1) + {{(avm_avalonmaster_data_width-1){1'b0}} , {1'b1}}) : r_buf1;
assign l_buf1_abs = (l_buf1[avm_avalonmaster_data_width-1]) ? ((~l_buf1) + {{(avm_avalonmaster_data_width-1){1'b0}} , {1'b1}}) : l_buf1;
assign add0 = r_buf0_abs + l_buf0_abs;
assign add1 = r_buf1_abs + l_buf1_abs;
assign addToSum = add0 + add1;
assign toSum = {{(avm_avalonmaster_data_width-2){1'b0}} , addToSum} + sum;
wire size_inc, num_inc, rl_inc, out_inc;  
localparam [3:0] Idle = 0, read1 = 1, read2 = 2, read3 = 3, read4 = 4, add = 5, write1 = 6, write2 = 7, done = 8;
assign size_inc = (((nState == read2) & (pState == read1)) | ((nState == read4) & (pState == read3))) ? 1'b1:1'b0;
assign num_inc = ((pState == write1) & (nState == write2)) ? 1'b1:1'b0;
assign rl_inc = (((pState == read2) & (nState != read2)) | ((pState == read4) & (nState == add))) ? 1'b1:1'b0;
assign out_inc = (((pState == write1) & (nState == write2)) | ((pState == write2) & (nState == read1))) ? 1'b1:1'b0;
always @(posedge csi_clock_clk) begin : incrementing
  if(size_inc)
    sizeIter <= sizeIter + 1;
  if(num_inc)
    numIter <= numIter + 1;
  if(rl_inc) begin
    r_buf_addr <= r_buf_addr + 1;
    l_buf_addr <= l_buf_addr + 1;
  end
  if(out_inc)
    out_addr <= out_addr + 1;
end
always @(pState, waitRequest, sizeIter, numIter, start) begin : FSM_Sequentials
  nState <= Idle;
  case (pState)
    Idle: nState <= start ? read1 : Idle;
    read1: nState <= waitRequest ? read1 : read2;
    read2: begin
      if(waitRequest) begin
        nState <= read2;
      end
      else begin
        nState <= (sizeIter < size) ? read3 : write1;
      end
    end
    read3: nState <= waitRequest ? read3 : read4;
    read4: nState <= waitRequest ? read4 : add;
    add: nState <= (sizeIter < size) ? read1 : write1;
    write1: begin
      nState <= waitRequest ? write1 : write2;
      sizeIter <= 0;                               
    end
    write2: begin
      if(waitRequest) begin
        nState <= write2;
      end
      else begin
        nState <= (numIter < num) ? read1 : done;
        sum <= 0;                                  
      end
    end
    done: nState <= start ? done : Idle;
    default: nState <= Idle;
  endcase
end
always @(pState, rightAddress, leftAddress, outAddress, SLV_REG0, l_buf_addr, r_buf_addr) begin : FSM_Combinational  
  load_enable <= 0; load_buf <= 2'b00; write <= 0; read <= 0; writeData <= 0; done_reg <= 0;      
  case (pState)
    Idle: begin
      r_buf_addr  <= rightAddress;
      l_buf_addr  <= leftAddress;
      out_addr    <= outAddress;
      inAddress   <= leftAddress;
      numIter     <= 0;
      sizeIter    <= 0;
      sum         <= 0;
      {size, num} <= SLV_REG0[30:1];
    end
    read1: begin
      load_buf    <= 2'b00;
      load_enable <= 1'b1;
      read        <= 1'b1;
      inAddress <= l_buf_addr;
    end
    read2: begin
      load_buf    <= 2'b01;
      load_enable <= 1'b1;
      read        <= 1'b1;
      inAddress   <= r_buf_addr;
    end
    read3: begin
      load_buf    <= 2'b10;
      load_enable <= 1'b1;
      read        <= 1'b1;
      inAddress   <= l_buf_addr;
    end
    read4: begin
      load_buf    <= 2'b11;
      load_enable <= 1'b1;
      read        <= 1'b1;
      inAddress   <= r_buf_addr;
    end
    add: begin
      sum <= toSum;
    end
    write1: begin
      write        <= 1'b1;
      inAddress <= out_addr;
      writeData    <= sum[31:0];
    end
    write2: begin
      write        <= 1'b1;
      inAddress <= out_addr;
      writeData    <= sum[63:32];
    end
    done: begin
      done_reg <= 1'b1;
    end
  endcase
end
always @(posedge csi_clock_clk) begin : FSM_StateTransition
  if (csi_clock_reset_n == 0) begin  
    pState <= Idle;
  end
  else begin
    pState <= nState;
  end
end
endmodule
module AVM_AVALONMASTER_MAGNITUDE #
(
  parameter integer AVM_AVALONMASTER_DATA_WIDTH = 32,
  parameter integer AVM_AVALONMASTER_ADDRESS_WIDTH = 32
)
(
  input wire load_enable,
  input wire READ,
  input wire WRITE,
  input wire [1:0] load_buf,
  input wire [AVM_AVALONMASTER_ADDRESS_WIDTH - 1:0] inAddress,
  input wire [AVM_AVALONMASTER_DATA_WIDTH - 1:0] writeData,
  output wire waitRequest,
  output wire [AVM_AVALONMASTER_DATA_WIDTH - 1:0] r_buf0,
  output wire [AVM_AVALONMASTER_DATA_WIDTH - 1:0] l_buf0,
  output wire [AVM_AVALONMASTER_DATA_WIDTH - 1:0] r_buf1,
  output wire [AVM_AVALONMASTER_DATA_WIDTH - 1:0] l_buf1,
  input wire CSI_CLOCK_CLK,
  input wire CSI_CLOCK_RESET_N,
  output wire [AVM_AVALONMASTER_ADDRESS_WIDTH - 1:0] AVM_AVALONMASTER_ADDRESS,
  input wire AVM_AVALONMASTER_WAITREQUEST,
  output wire AVM_AVALONMASTER_READ,
  output wire AVM_AVALONMASTER_WRITE,
  input wire [AVM_AVALONMASTER_DATA_WIDTH - 1:0] AVM_AVALONMASTER_READDATA,
  output wire [AVM_AVALONMASTER_DATA_WIDTH - 1:0] AVM_AVALONMASTER_WRITEDATA
);
  reg [AVM_AVALONMASTER_ADDRESS_WIDTH - 1:0] address;
  wire read;
  wire write;
  reg [AVM_AVALONMASTER_DATA_WIDTH - 1:0] writedata;
  reg [AVM_AVALONMASTER_DATA_WIDTH - 1:0] R_BUF0;
  reg [AVM_AVALONMASTER_DATA_WIDTH - 1:0] L_BUF0;
  reg [AVM_AVALONMASTER_DATA_WIDTH - 1:0] R_BUF1;
  reg [AVM_AVALONMASTER_DATA_WIDTH - 1:0] L_BUF1;
  assign waitRequest = AVM_AVALONMASTER_WAITREQUEST;
  assign read = READ;
  assign write = WRITE;
  assign r_buf0 = R_BUF0;
  assign l_buf0 = L_BUF0;
  assign r_buf1 = R_BUF1;
  assign l_buf1 = L_BUF1;
  assign AVM_AVALONMASTER_ADDRESS = inAddress;
  assign AVM_AVALONMASTER_READ = read;
  assign AVM_AVALONMASTER_WRITE = write;
  assign AVM_AVALONMASTER_WRITEDATA = writedata;
  always @(posedge CSI_CLOCK_CLK)
  begin
    if(CSI_CLOCK_RESET_N == 0)
    begin
      R_BUF0 <= 0;
      L_BUF0 <= 0;
      R_BUF1 <= 0;
      L_BUF1 <= 0;
    end
    else if (load_enable) begin
      case (load_buf)
        0: R_BUF0 <= AVM_AVALONMASTER_READDATA;
        1: L_BUF0 <= AVM_AVALONMASTER_READDATA;
        2: R_BUF1 <= AVM_AVALONMASTER_READDATA;
        3: L_BUF1 <= AVM_AVALONMASTER_READDATA;
        default: begin
          R_BUF0 <= R_BUF0;
          L_BUF0 <= L_BUF0;
          R_BUF1 <= R_BUF1;
          L_BUF1 <= L_BUF1;
        end
      endcase
    end
  end
endmodule
module AVS_AVALONSLAVE #
(
  parameter integer AVS_AVALONSLAVE_DATA_WIDTH = 32,
  parameter integer AVS_AVALONSLAVE_ADDRESS_WIDTH = 4
)
(
  input wire DONE,
  output wire START,
  output wire [AVS_AVALONSLAVE_DATA_WIDTH - 1:0] SLV_REG0,
  output wire [AVS_AVALONSLAVE_DATA_WIDTH - 1:0] rightAddress,
  output wire [AVS_AVALONSLAVE_DATA_WIDTH - 1:0] leftAddress,
  output wire [AVS_AVALONSLAVE_DATA_WIDTH - 1:0] outAddress,
  input wire CSI_CLOCK_CLK,
  input wire CSI_CLOCK_RESET_N,
  input wire [AVS_AVALONSLAVE_ADDRESS_WIDTH - 1:0] AVS_AVALONSLAVE_ADDRESS,
  input wire AVS_AVALONSLAVE_READ,
  input wire AVS_AVALONSLAVE_WRITE,
  output wire [AVS_AVALONSLAVE_DATA_WIDTH - 1:0] AVS_AVALONSLAVE_READDATA,
  input wire [AVS_AVALONSLAVE_DATA_WIDTH - 1:0] AVS_AVALONSLAVE_WRITEDATA
);
  wire start;
  reg [AVS_AVALONSLAVE_DATA_WIDTH - 1:0] read_data = 'bz;
  reg [AVS_AVALONSLAVE_DATA_WIDTH - 1:0] slv_reg0;
  reg [AVS_AVALONSLAVE_DATA_WIDTH - 1:0] slv_reg1;
  reg [AVS_AVALONSLAVE_DATA_WIDTH - 1:0] slv_reg2;
  reg [AVS_AVALONSLAVE_DATA_WIDTH - 1:0] slv_reg3;
  assign START = start;
  assign AVS_AVALONSLAVE_READDATA = read_data;
  assign SLV_REG0     = slv_reg0;
  assign rightAddress = slv_reg1;
  assign leftAddress  = slv_reg2;
  assign outAddress   = slv_reg3;
  always @(posedge CSI_CLOCK_CLK)
  begin
    slv_reg0[31] <= DONE;
    if(CSI_CLOCK_RESET_N == 0)
    begin
      slv_reg0 <= 0;
      slv_reg1 <= 0;
      slv_reg2 <= 0;
      slv_reg3 <= 0;
    end
    else begin
      if(AVS_AVALONSLAVE_WRITE) begin
        case(AVS_AVALONSLAVE_ADDRESS)
          0: slv_reg0[30:0] <= AVS_AVALONSLAVE_WRITEDATA[30:0];
          1: slv_reg1 <= AVS_AVALONSLAVE_WRITEDATA;
          2: slv_reg2 <= AVS_AVALONSLAVE_WRITEDATA;
          3: slv_reg3 <= AVS_AVALONSLAVE_WRITEDATA;
        default:
        begin
          slv_reg0 <= slv_reg0;
          slv_reg1 <= slv_reg1;
          slv_reg2 <= slv_reg2;
          slv_reg3 <= slv_reg3;
        end
        endcase
      end
      if (AVS_AVALONSLAVE_READ) begin
        case (AVS_AVALONSLAVE_ADDRESS)
          4'h0: read_data <= slv_reg0;
          4'h4: read_data <= slv_reg1;
          4'h8: read_data <= slv_reg2;
          4'hc: read_data <= slv_reg3;
          default: read_data <= 'bz;
        endcase
      end
    end
  end
  assign start = slv_reg0[0];
endmodule
```
**./run.sh**
```bash
#!/bin/bash
# OpenROAD 26Q1-2900-gdf79404cd8, Yosys 0.63+post, stock flow scripts
make -C /OpenROAD-flow-scripts/flow DESIGN_CONFIG=/design/flow/config.mk WORK_HOME=/design/flow/orfs finish
```
==> reports/qor.yml <==
top_cells_by_area: "edfxtp_1, dfxtp_1, dlxtp_1"
edf_count: 128
top_area_cell: "edfxtp_1"
synth.distinct_cells: 51
ys_cells: 1578
ff_type: "dlxtp_1"
ys_chip_area_mm2: 0.0154
ys_ff: 423
outcome: "did not finish"
error: "ERROR: Found 96 problems in 'check -assert'."
yosys_warnings: 0
synthArstFlopShare: 0
lastStage: "synthesis"
top_area_frac: 0.250
-- cells in the mapped netlist (18+ instances only) --
library cell	count
clkbuf_1	50
edfxtp_1	128
o21ai_0	33
nand3_1	39
dlxtp_1	158
a21oi_1	28
a22oi_1	57
nand4_1	26
buf_2	34
a2bb2oi_1	21
dfxtp_1	137
and3_1	21
a21boi_0	125
nand2_1	355
buf_4	32
nor2_1	110
nor2b_1	18
xnor2_1	62
xor2_1	28
-- cell families after synthesis --
logic type	after synthesis	synth area share
fa+ha+maj	3	0.00244
flops	265	0.428
compound gates	303	0.139
other cells	1	0.000244
latches	158	0.154
xor+xnor	90	0.0513
mux	2	0.00130
buf+inv	130	0.0423
simple gates	626	0.181
